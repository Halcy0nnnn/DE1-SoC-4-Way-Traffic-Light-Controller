--- run.sh ---
#!/bin/bash
# OpenROAD 26Q1-2900-gdf79404cd8, Yosys 0.63+post, stock flow scripts
make -C /OpenROAD-flow-scripts/flow DESIGN_CONFIG=/design/flow/config.mk WORK_HOME=/design/flow/orfs finish
--- config.mk ---
export PLATFORM = sky130hd
export DESIGN_NAME = breadboard_led_traffic_controller
export DESIGN_NICKNAME = breadboard_led_traffic_controller
export VERILOG_FILES = /design/flow/design.v
export SDC_FILE = /design/flow/constraint.sdc
export NUM_CORES = 4
export LEC_CHECK = 1
export CORE_UTILIZATION = 50
--- constraint.sdc ---
current_design breadboard_led_traffic_controller

set clk_period 5.3
set clk_io_pct 0.2

create_clock -name clk0 -period $clk_period [get_ports {CLOCK_50}]

set non_clock_inputs [all_inputs -no_clocks]
set_input_delay [expr $clk_period * $clk_io_pct] -clock clk0 $non_clock_inputs
set_output_delay [expr $clk_period * $clk_io_pct] -clock clk0 [all_outputs]
--- design.v ---
module breadboard_led_traffic_controller(
    input        CLOCK_50,   
    input        UART_RXD,   
    output       UART_TXD,   
    input  [0:0] KEY,        
    output [11:0] GPIO_1,
    output [6:0]  HEX0
);
    parameter S_N_G = 4'd0, S_N_Y = 4'd1;
    parameter S_S_G = 4'd2, S_S_Y = 4'd3;
    parameter S_E_G = 4'd4, S_E_Y = 4'd5;
    parameter S_W_G = 4'd6, S_W_Y = 4'd7;
    parameter E_TRANS = 4'd8; 
    parameter E_NORTH = 4'd9, E_SOUTH = 4'd10, E_EAST = 4'd11, E_WEST = 4'd12;
    reg [3:0] state, timer;
    reg [25:0] clk_count;
    wire tick = (clk_count == 49_999_999);
    wire [7:0] rx_data;
    wire rx_done, tx_busy;
    reg [7:0] tx_data, active_emergency, prev_emergency;
    reg tx_start;
    reg [1:0] tx_step; 
    uart_rx receiver (.clk(CLOCK_50), .rx_line(UART_RXD), .data_out(rx_data), .done(rx_done));
    uart_tx transmitter (.clk(CLOCK_50), .data_in(tx_data), .start(tx_start), .tx_line(UART_TXD), .busy(tx_busy));
    hex_decoder h0 (.bin(timer), .seg(HEX0));
    always @(posedge CLOCK_50 or negedge KEY[0]) begin
        if (!KEY[0]) begin
            state <= S_N_G; timer <= 4'd9; clk_count <= 0; 
            active_emergency <= 8'h43; prev_emergency <= 8'h43; tx_step <= 0;
        end else begin
            clk_count <= (tick) ? 0 : clk_count + 1;
            if (rx_done) begin
                active_emergency <= rx_data;
                if (rx_data != prev_emergency && rx_data != 8'h43) begin
                    if (state < E_TRANS) begin
                        state <= E_TRANS; 
                        timer <= 4'd3; 
                    end
                end
                prev_emergency <= rx_data;
            end
            if (tick && !tx_busy && tx_step == 0) begin
                tx_data <= (active_emergency == 8'h43) ? 8'h43 : active_emergency;
                tx_start <= 1; tx_step <= 1;
            end else if (!tx_busy && tx_step == 1) begin
                tx_data <= 8'h30 + timer; tx_start <= 1; tx_step <= 0;
            end else tx_start <= 0;
            if (tick) begin
                if (timer > 0) timer <= timer - 1;
                else begin
                    case (state)
                        S_N_G:  begin state <= S_N_Y; timer <= 4'd3; end
                        S_N_Y:  begin state <= S_S_G; timer <= 4'd9; end  
                        S_S_G:  begin state <= S_S_Y; timer <= 4'd3; end
                        S_S_Y:  begin state <= S_E_G; timer <= 4'd9; end  
                        S_E_G:  begin state <= S_E_Y; timer <= 4'd3; end
                        S_E_Y:  begin state <= S_W_G; timer <= 4'd9; end  
                        S_W_G:  begin state <= S_W_Y; timer <= 4'd3; end
                        S_W_Y:  begin state <= S_N_G; timer <= 4'd9; end  
                        E_TRANS: begin
                            case(active_emergency)
                                8'h4E: state <= E_NORTH; 8'h53: state <= E_SOUTH;
                                8'h45: state <= E_EAST;  8'h57: state <= E_WEST;
                                default: state <= S_N_G;
                            endcase
                            timer <= 4'd9;
                        end
                        E_NORTH, E_SOUTH, E_EAST, E_WEST: begin
                            if (active_emergency == 8'h43) begin state <= S_N_G; timer <= 4'd9; end
                            else timer <= 4'd9; 
                        end
                    endcase
                end
            end
        end
    end
    assign GPIO_1[0] = (state == S_N_G || state == E_NORTH);  
    assign GPIO_1[1] = (state == S_N_Y || state == E_TRANS);  
    assign GPIO_1[2] = !(GPIO_1[0] || GPIO_1[1]);             
    assign GPIO_1[3] = (state == S_S_G || state == E_SOUTH);  
    assign GPIO_1[4] = (state == S_S_Y || state == E_TRANS);  
    assign GPIO_1[5] = !(GPIO_1[3] || GPIO_1[4]);             
    assign GPIO_1[6] = (state == S_E_G || state == E_EAST);   
    assign GPIO_1[7] = (state == S_E_Y || state == E_TRANS);  
    assign GPIO_1[8] = !(GPIO_1[6] || GPIO_1[7]);             
    assign GPIO_1[9] = (state == S_W_G || state == E_WEST);   
    assign GPIO_1[10]= (state == S_W_Y || state == E_TRANS);  
    assign GPIO_1[11]= !(GPIO_1[9] || GPIO_1[10]);            
endmodule
module uart_tx (input clk, input [7:0] data_in, input start, output reg tx_line, output reg busy);
    parameter CLKS_PER_BIT = 434;
    reg [2:0] state = 0; reg [9:0] clk_count = 0; reg [2:0] bit_idx = 0; reg [7:0] tx_data = 0;
    always @(posedge clk) begin
        case (state)
            0: begin tx_line <= 1; busy <= 0; if (start) begin tx_data <= data_in; state <= 1; busy <= 1; end end
            1: begin tx_line <= 0; if (clk_count < CLKS_PER_BIT-1) clk_count <= clk_count + 1; else begin clk_count <= 0; state <= 2; end end
            2: begin tx_line <= tx_data[bit_idx]; if (clk_count < CLKS_PER_BIT-1) clk_count <= clk_count + 1; else begin clk_count <= 0; if (bit_idx < 7) bit_idx <= bit_idx + 1; else state <= 3; end end
            3: begin tx_line <= 1; if (clk_count < CLKS_PER_BIT-1) clk_count <= clk_count + 1; else begin state <= 0; end end
        endcase
    end
endmodule
module uart_rx (input clk, input rx_line, output reg [7:0] data_out, output reg done);
    parameter CLKS_PER_BIT = 434;
    reg [2:0] state = 0; reg [9:0] clk_count = 0; reg [2:0] bit_idx = 0;
    always @(posedge clk) begin
        case (state)
            0: begin done <= 0; clk_count <= 0; bit_idx <= 0; if (rx_line == 0) state <= 1; end
            1: begin if (clk_count == (CLKS_PER_BIT-1)/2) begin if (rx_line == 0) begin clk_count <= 0; state <= 2; end else state <= 0; end else clk_count <= clk_count + 1; end
            2: begin if (clk_count < CLKS_PER_BIT-1) clk_count <= clk_count + 1; else begin clk_count <= 0; data_out[bit_idx] <= rx_line; if (bit_idx < 7) bit_idx <= bit_idx + 1; else state <= 3; end end
            3: begin if (clk_count < CLKS_PER_BIT-1) clk_count <= clk_count + 1; else begin done <= 1; state <= 0; end end
        endcase
    end
endmodule
module hex_decoder(input [3:0] bin, output reg [6:0] seg);
    always @(*) begin
        case(bin)
            4'h0: seg = 7'b1000000; 4'h1: seg = 7'b1111001; 4'h2: seg = 7'b0100100;
            4'h3: seg = 7'b0110000; 4'h4: seg = 7'b0011001; 4'h5: seg = 7'b0010010;
            4'h6: seg = 7'b0000010; 4'h7: seg = 7'b1111000; 4'h8: seg = 7'b0000000;
            4'h9: seg = 7'b0010000; default: seg = 7'b1111111;
        endcase
    end
endmodule
==> impl_metrics.csv <==
group,metric,value,unit
sta,slew_violations,0,
synth,ys_ff,111,
hold_path,hp-class,"reg -> reg",
power,clockPowerShare,30.5,%
synth,aoi_share,7.46,%
run_status,run_status,"finished clean",
synth,ys.warnings.count,4,
die,die_x,110,um
power,switching_power,0.513,mW
final_layout,area_growth,10.5,%
placement,dp_hpwl,7230,um
final_layout,drive_gt1_share,11.5,%
power,vdd_drop_max,0.000268,V
sta,fmax,318,MHz
sta,tightest_slew,0.705,ns
worst_setup_path,worstPathCellList,"inv_1, ha_1, ha_1, o21ai_0, clkdlybuf4s50_1",
worst_setup_path,cpPeakStageDelay,0.61,ns
die,fp-utilization,51.1,%
sta,fin_crit_sh,59.3,%
clock_tree,cts_resized,0,
global_routing,grt_overflow_total,0,
global_routing,grt_util_all_layers,19.1,%
synth,synth-main-ff-cell,"edfxtp_1",
sta,final.setup.worst_slack,2.16,ns
worst_setup_path,critical_path.slowest_cell,"dfstp_2",
worst_setup_path,reg2reg_slack,2.74,ns
global_routing,grt_first_pass_wirelength,16900,um
synth,ys_sh_simple,21.1,%
die,io_pins,23,
synth,synth.avg_cell_area,11.1,um2
synth,synth_cell_type_count,68,
worst_setup_path,cp.arrival,2.08,ns
clock_tree,htreeDepth,3,
routing,drt_iter0_markers,170,
clock_tree,cts.sinks,111,
worst_setup_path,critical_path_class,"reg -> out",
power,pwr-share-comb,14.2,%
die,rows,39,
synth,syn_inst,527,
routing,route.detailed.wl_per_inst,14.5,um
power,p_leak,2.68,nW
die,dieArea,0.0121,mm2
placement,io_buffers,22,
synth,synth-xor-area-share,7.50,%
synth,muxShareOfSynthArea,4.41,%
synth,ys_seq_share,52.7,%
synth,synth_adder_area_share,4.29,%
sta,rsz0062_at_grt,"false",
synth,top_logic_kind,"simple AND/OR/NAND/NOR gates",
routing,vias_per_cell,5.47,
synth,async_flop_share,47.7,%
worst_setup_path,crit_path_max_fanout,8,
power,finalPower,1.98,mW
synth,netlist_area,0.00584,mm2
clock_tree,post_cts_buffers,0,
global_routing,grt_max_degree,56,
synth,synth-edff-count,58,
flow_run,tool_warnings,37,
clock_tree,cts_hold_buf,0,
routing,diodes,0,
routing,dr.pass1.iters,4,
worst_setup_path,crit_required,4.24,ns
synth,yosys_cells,527,
worst_setup_path,crit_path_start_kind,"flip-flop",
worst_setup_path,cpMostUsedCell,"ha_1",
synth,yosys_area,0.00584,mm2
clock_tree,clk_latency,0.34,ns
global_routing,antenna_found_initial,0,
routing,drc,0,
clock_tree,cts_tree,"yes",
power,sequentialPowerShare,55.3,%
routing,num_vias,3825,
sta,min_period,3.14,ns
sta,setup_violations,0,
clock_tree,clkTransAtPathRegs,0.07,ns
routing,ant_nets,0,
worst_setup_path,critPathCaptureType,"output port",
die,coreArea,0.0114,mm2
clock_tree,cts-root-buf,"clkbuf_16",
worst_setup_path,crit_family,"flip-flops",
die,die_h,110,um
clock_tree,numCtsBuffers,9,
placement,pre_cts_ws,2.53,ns
global_routing,grt_pass1_vias,3467,
clock_tree,cts_buffer_depth,2,
sta,tns,0,ns
worst_setup_path,crit_buf_inv,2,
power,power.density,307,mW/mm2
sta,relSlewSlack,53.0,%
sta,fin_skew,0.00683,ns
power,swShare,25.9,%
flow_run,drv_cap,0,
placement,place.gp.congestion,0.824,
power,p_int,1.47,mW
routing,routed_wl,10100,um
sta,hold_viol,0,
state kept, by name, indices dropped and copies added (netlist names), 2 cells and up, named ones only:
| signal | cells |
|---|---|
| tx_data | 8 |
| transmitter.state | 2 |
| state | 13 |
| transmitter.bit_idx | 3 |
| tx_step | 2 |
| transmitter.tx_data | 8 |
| receiver.data_out | 8 |
| timer | 4 |
| clk_count | 26 |
| receiver.clk_count | 10 |
| receiver.bit_idx | 3 |
| active_emergency | 8 |
| transmitter.clk_count | 10 |
layer usage:
layer	vias up	wire (um)	track usage [%]	share of wire, %
met5	-	0	0	0
met3	4	484	5.33	4.8
li1	1931	-	-	-
met1	1813	5190	33.0	51
met2	77	4400	26.5	43
met4	0	61	1.62	0.60
layout make-up:
type                    instances  area [um2]
clock buffers                   9         225
clock inverters                 7        40.0
flip-flops and latches        111        3080
inverters                      24        90.1
fillers                       957        4970
repair buffers                 24         230
multi-input cells             381        2610
well taps                     143         179
placed cells by master (no fill, tap or decap), types with 10 or more instances in the layout:
master / count
inv_1: 24
nor2b_1: 10
xnor2_1: 23
ha_1: 20
mux2_2: 14
and2_1: 10
or2_2: 10
xor2_1: 27
dfrtp_1: 46
a21oi_1: 11
clkdlybuf4s50_1: 21
nor2_1: 70
nand2_1: 36
edfxtp_1: 58
nand3_1: 24
o21ai_0: 19
worst paths after layout:
kind / from / end / cells after the start
worst max-delay path: timer[0] / HEX0[4] / 5
worst min-delay path: tx_data[0] / transmitter.tx_data[0] / 0
worst max register to register: receiver.clk_count[0] / receiver.clk_count[1] / 8
worst min register to register: tx_data[0] / transmitter.tx_data[0] / 0
max in group asynchronous: KEY[0] / state[2] / 2
min in group asynchronous: KEY[0] / clk_count[12] / 2
synthesized netlist by cell type (3+ instances only):
master | count | area [um2]
nor2_1 | 70 | 263
edfxtp_1 | 58 | 1740
dfrtp_1 | 46 | 1150
nand2_1 | 36 | 135
xor2_1 | 27 | 236
inv_1 | 24 | 90.1
nand3_1 | 24 | 120
xnor2_1 | 23 | 201
ha_1 | 20 | 250
o21ai_0 | 19 | 95.1
mux2_2 | 14 | 158
a21oi_1 | 11 | 55.1
and2_1 | 10 | 62.6
nor2b_1 | 10 | 62.6
or2_2 | 10 | 62.6
a22o_1 | 8 | 70.1
nand4_1 | 8 | 50.1
clkbuf_1 | 7 | 26.3
dfstp_2 | 7 | 184
nor4_1 | 6 | 37.5
a31oi_1 | 5 | 31.3
and3_1 | 5 | 31.3
and4_1 | 5 | 43.8
nor3b_1 | 5 | 37.5
a21o_1 | 4 | 30.0
nand2b_1 | 4 | 25.0
nor3_1 | 4 | 20.0
or3_1 | 4 | 25.0
a211oi_1 | 3 | 22.5
mux2_4 | 3 | 45.0
or4_1 | 3 | 22.5
per-stage QoR:
step / cell area [um2] / util (%) / cells / hold WS, ns
3_3_place_gp: 6190 / 54.2 / 683 / 0.410
5_1_grt: 6450 / 56.5 / 699 / 0.431
2_1_floorplan: 5840 / - / 527 / 0.400
4_1_cts: 6450 / 56.5 / 699 / 0.422
3_5_place_dp: 6190 / 54.2 / 683 / 0.405
6_report: 6450 / 56.5 / 699 / 0.419
logic make-up after synthesis:
logic type,after synthesis
mux,20
buf+inv,35
fa+ha+maj,20
flops,111
xor+xnor,50
simple gates,225
compound gates,66
worst reg2reg max path: stages, from the launching register on:
cell and delay (ns):
edfxtp_1 0.43, inv_1 0.09, ha_1 0.16, or3b_2 0.44, a31o_2 0.25, a21oi_1 0.40, nor2b_1 0.12, o21ai_0 0.17
buf_4 0.21
power groups by stage:
stage	clock, mW	sequential [mW]	combinational (mW)
5_1_grt	0.661	1.11	0.325
6_report	0.603	1.09	0.282
4_1_cts	0.630	1.09	0.288
Power is estimated from default activity; no workload was simulated.
